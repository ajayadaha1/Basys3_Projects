==> /design/flow/design.v <==
`timescale 1ns / 1ps
module mainLogic(
    input [15:0] sw,
    input clk,
    output [15:0] led,
    output [6:0] seg,
    output dp,
    output [3:0] an
    );
    assign led = sw;
    reg [6:0] seg_reg;
    reg [3:0] an_reg;
    wire [15:0] hex; 
    integer i;
    assign an = an_reg;
    assign seg = seg_reg;
    assign hex = sw;
    integer i = 16;
    reg display1, display2;
    parameter DIVISOR = 833333;  
    reg [31:0] counter = 0;   
    reg clk_out;
    always @(posedge clk) begin
            if (counter == DIVISOR - 1) begin
                counter <= 0;
                clk_out <= ~clk_out;   
                if(an_reg== 4'b1101) begin
                    an_reg = 4'b1110;
                end
                else begin
                    if (hex < 16'h3ff) begin
                        an_reg = 4'b1110;                 
                    end
                    else begin
                        an_reg = 4'b1101;                
                    end
                end
            end 
            else begin
                counter <= counter + 1;
            end
     end
    always @(posedge clk) begin        
        case(hex)
            16'h0: seg_reg[6:0] = 7'b1000000;     
            16'h1: seg_reg[6:0] = 7'b1111001;     
            16'h3: seg_reg[6:0] = 7'b0100100;     
            16'h7: seg_reg[6:0] = 7'b0110000;     
            16'hf:seg_reg[6:0] = 7'b0011001;    
            16'h1f:seg_reg[6:0] = 7'b0010010;   
            16'h3f:seg_reg[6:0] = 7'b0000010;   
            16'h7f:seg_reg[6:0] = 7'b1111000;   
            16'hff:seg_reg[6:0] = 7'b0000000;   
            16'h1ff:seg_reg[6:0] = 7'b0010000;  
            16'h3ff:                             
                begin
                    if (an_reg == 4'b1110) begin
                        seg_reg[6:0] = 7'b1000000;  
                    end
                    else begin
                         seg_reg[6:0] = 7'b1111001;  
                    end    
                end
            16'h7ff:                              
                begin
                    if (an_reg == 4'b1110) begin
                        seg_reg[6:0] = 7'b1111001;  
                    end
                    else begin
                         seg_reg[6:0] = 7'b1111001;  
                    end    
                end
            16'hfff:                             
                begin
                    if (an_reg == 4'b1110) begin
                        seg_reg[6:0] = 7'b0100100;  
                    end
                    else begin
                         seg_reg[6:0] = 7'b1111001;    
                    end    
                end
            16'h1fff:                             
                begin
                    if (an_reg == 4'b1110) begin
                        seg_reg[6:0] = 7'b0110000;  
                    end
                    else begin
                         seg_reg[6:0] = 7'b1111001;  
                    end    
                end
            16'h3fff:                             
                begin
                    if (an_reg == 4'b1110) begin
                        seg_reg[6:0] = 7'b0011001;  
                    end
                    else begin
                         seg_reg[6:0] = 7'b1111001;  
                    end    
                end
            16'h7fff:                             
                begin
                    if (an_reg == 4'b1110) begin
                        seg_reg[6:0] = 7'b0010010;  
                    end
                    else begin
                         seg_reg[6:0] = 7'b1111001;  
                    end    
                end
            16'hffff:                             
                begin
                    if (an_reg == 4'b1110) begin
                        seg_reg[6:0] = 7'b0000010;  
                    end
                    else begin
                         seg_reg[6:0] = 7'b1111001;  
                    end    
                end
            default: seg_reg[6:0] = 7'b0000000;
        endcase
    end
endmodule
==> /design/flow/run.sh <==
#!/bin/bash
# OpenROAD 26Q1-2900-gdf79404cd8, Yosys 0.63+post, stock flow scripts
make -C /OpenROAD-flow-scripts/flow DESIGN_CONFIG=/design/flow/config.mk WORK_HOME=/design/flow/orfs finish
==> /design/flow/config.mk <==
export PLATFORM = sky130hd
export DESIGN_NAME = mainLogic
export DESIGN_NICKNAME = mainLogic
export VERILOG_FILES = /design/flow/design.v
export SDC_FILE = /design/flow/constraint.sdc
export NUM_CORES = 4
export LEC_CHECK = 1
export CORE_UTILIZATION = 50
==> /design/flow/constraint.sdc <==
current_design mainLogic

set clk_period 5.1
set clk_io_pct 0.2

create_clock -name clk0 -period $clk_period [get_ports {clk}]

set non_clock_inputs [all_inputs -no_clocks]
set_input_delay [expr $clk_period * $clk_io_pct] -clock clk0 $non_clock_inputs
set_output_delay [expr $clk_period * $clk_io_pct] -clock clk0 [all_outputs]
==> impl_metrics.ini <==
; implementation run metrics
[cts]
cts_tree = yes
clock_latency_ns = 0.29
clkSlewWorstSetupHoldPaths_ns = 0.07
cts.repair.resized = 0
cts_root_buffer = clkbuf_8
postCtsHoldBufs = 0
cts_buffers = 5
ctsLongestPathBuffers = 2
clock-sinks = 41
post-cts-setup-buffers = 0
h-tree-depth = 2

[setup_path]
cp-start-kind = input pin
cpLargestDelayFamily = buffers and inverters
worstPathMaxFanout = 8
arrival_ns = 2.16
endpoint_kind = primary output
slowest_stage = clkdlybuf4s50_1
path_cells = clkdlybuf4s50_1, clkdlybuf4s50_1
path_buffers = 2
cpMostUsedCell = clkdlybuf4s50_1
criticalPathCategory = in -> out
max_stage_delay_ns = 0.63
worstPathRequired_ns = 4.08

[yosys]
simple_gate_share_pct = 33.1
ys_top_logic_family = simple AND/OR/NAND/NOR gates
ys_cells = 239
avgSynthCellArea_um2 = 9.07
syn_inst = 239
muxShareOfSynthArea_pct = 0.462
synth_top_flop_cell = dfxtp_1
ys_chip_area_um2 = 2170
synth_cell_types = 47
aoi_share_pct = 6.52
yosysSeqAreaShare_pct = 38.8
ys_async_sr_fraction_pct = 0
synth-edff-count = 2
yosysWarningCount = 2
syn_area_um2 = 2170
synth-adder-area-share_pct = 1.15
numSynthFlops = 41
xor_area_share_pct = 11.3

[floorplanning]
fp_util_pct = 53.1
chip_area_um2 = 4600
io_pins = 45
placeableCoreArea_um2 = 4090
die_w_um = 67.9
num_rows = 23
die-height_um = 67.9

[sta]
timing.final.crit_share_pct = 62.4
drv_slew = 0
post-route-min-period_ns = 3.18
setup_viol = 0
worst_slack_ns = 1.92
tightest_slew_ns = 0.540
rsz0062_at_grt = false
setup_tns_ns = 0
finalHoldViolCount = 0
fin_skew_ns = 0.00887
maxClockFrequency_mhz = 314
relSlewSlack_pct = 63.1

[power_and_ir_drop]
ir_worst_vdd_mv = 0.167
leakagePower_nw = 0.954
p_per_area_nw_per_um2 = 216
switching_power_uw = 118
internal-power_uw = 440
p_comb_share_pct = 7.3
clockPowerShare_pct = 34.9
switching_share_pct = 21.2
pwr-share-seq_pct = 57.7

[placed_design]
post-place-ws_ns = 1.92
place_hpwl_mm = 3.36
place.gp.congestion = 0.932
portBuffers = 41

[drt]
vias_per_cell = 5.45
wl_met2_mm = 1.93
dr.pass1.iters = 4
totalWireLength_mm = 4.44
antenna_cells = 0
vias = 1739
dr_wl_met3_um = 286
final_antenna_net_count = 0
wire_per_inst_um = 13.9
first_iter_violations = 90
wl_met1_mm = 2.21
maxUsedRoutingLayer = met4
drcViolationCount = 0

[grt]
grt_max_degree = 17
grt_util_all_layers_pct = 20.9
antenna_found_initial = 0
grt_pass1_vias = 1503
grt_pass1_wl_mm = 7.09
grt_overflow = 0

[run]
warning_count = 27
max-cap-violations = 0

[final_layout]
largest_reg_flops = 32
utilization_pct = 63.1
area_growth_pct = 19.0
final_layout_size_suffix_gt1_share_pct = 8.18

[outcome]
status = finished clean

[hold_path]
hold_class = reg -> reg
[per-stage QoR]
stage | instance area, µm² | std cells | total power [mW] | hold WS, ns
floorplan | 2170 | 240 | 0.346 | 0.435
global placement | 2500 | 312 | 0.370 | 0.464
detailed placement | 2500 | 312 | 0.370 | 0.474
CTS | 2580 | 319 | 0.565 | 0.488
global route | 2580 | 319 | 0.580 | 0.498
finish | 2580 | 319 | 0.558 | 0.481
[final timing paths]
path | from | endpoint | slack [ns] | cells after the start
setup / recovery | sw[11] | led[11] | 1.92 | 2
hold / removal | counter[31]$_SDFF_PN0_ | counter[31]$_SDFF_PN0_ | 0.48 | 1
setup reg to reg | counter[0]$_SDFF_PN0_ | counter[28]$_SDFF_PN0_ | 3.31 | 6
hold reg to reg | counter[31]$_SDFF_PN0_ | counter[31]$_SDFF_PN0_ | 0.48 | 1
[cell usage in the layout, fill, tap and decap left out, types with 2 or more instances in the layout]
| master | n |
|---|---|
| clkdlybuf4s50_1 | 41 |
| dfxtp_1 | 39 |
| nor2_1 | 21 |
| nand3_1 | 19 |
| xnor2_1 | 17 |
| nand2_1 | 16 |
| xor2_1 | 11 |
| nand4_1 | 10 |
| and3_1 | 9 |
| inv_1 | 8 |
| nor4_1 | 6 |
| nor3_1 | 5 |
| clkbuf_8 | 5 |
| a21oi_1 | 4 |
| o21ai_0 | 4 |
| and4_1 | 3 |
| nor3_2 | 3 |
| nand2b_1 | 3 |
| conb_1 | 3 |
| and2_1 | 2 |
| nor2b_1 | 2 |
| o32ai_1 | 2 |
| a2111oi_0 | 2 |
| and3_2 | 2 |
| nor4_4 | 2 |
| nor4b_1 | 2 |
| nand3_2 | 2 |
| ha_1 | 2 |
| edfxtp_1 | 2 |
[synth_stat cells (3+ instances only)]
cell / instances / area share, %
nand4_1: 10 / 2.9
a21oi_1: 4 / 0.92
o21ai_0: 4 / 0.92
and4_1: 3 / 1.2
nand2b_1: 3 / 0.87
and3_1: 9 / 2.6
nor3_2: 3 / 1.4
nor2_1: 21 / 3.6
dfxtp_1: 39 / 36
xor2_1: 11 / 4.4
nor4_1: 6 / 1.7
buf_4: 20 / 6.9
nor3_1: 5 / 1.2
nand3_1: 19 / 4.4
xnor2_1: 17 / 6.9
inv_1: 8 / 1.4
nand2_1: 16 / 2.8
[power groups by stage]
stage         clock, mW  sequential [mW]  combinational (mW)
CTS               0.202            0.322              0.0411
global route      0.214            0.322              0.0446
finish            0.195            0.322              0.0410
[kinds of logic after synthesis]
family,count (synthesis)
AND/OR/NAND/NOR,117
buffers and inverters,28
AND-OR/OR-AND,20
flip-flops,41
other,2
adder cells (fa/ha/maj),2
multiplexers,1
XOR/XNOR,28
[routing by layer]
layer | track usage, % | vias up
met1 | 32.9 | 789
met2 | 31.6 | 57
met4 | 1.56 | 0
met3 | 4.39 | 2
li1 | - | 891
met5 | 0 | -
[layout make-up]
| class | count | area [µm²] |
|---|---|---|
| sequential | 41 | 841 |
| tap | 50 | 62.6 |
| inverter | 8 | 30.0 |
| clock buffer | 6 | 72.6 |
| fill | 358 | 1510 |
| clock inverter | 1 | 5.00 |
| multi-input combinational | 171 | 1150 |
| timing repair buffer | 42 | 418 |
Power figures rest on the tool's default switching activity, not on a simulated workload.
